==> /design/flow/design.v <==
module hub_core (uart_clk, new_nonces, golden_nonce, serial_send, serial_busy, slave_nonces);
   parameter SLAVES = 2;
   input uart_clk;
   input [SLAVES-1:0] new_nonces;
   input [SLAVES*32-1:0] slave_nonces;
   output [31:0] 	 golden_nonce;
   output 		 serial_send;
   input 		 serial_busy;
   reg 			 serial_send_reg = 0;
   assign serial_send = serial_send_reg;
   reg [SLAVES-1:0] 	new_nonces_flag = 0;
   function integer clog2;		 
      input integer value;
      begin
      value = value-1;
      for (clog2=0; value>0; clog2=clog2+1)
      value = value>>1;
      end
   endfunction
   reg [clog2(SLAVES)+1:0] port_counter = 0;
   reg [SLAVES*32-1:0] 	    slave_nonces_shifted = 0;
   assign golden_nonce = slave_nonces_shifted[31:0];
   reg [SLAVES-1:0] 	    clear_nonces = 0;
   always @(posedge uart_clk)
     begin
	new_nonces_flag <= (new_nonces_flag & ~clear_nonces) | new_nonces;
	if (port_counter == SLAVES-1)
	  port_counter <= 0;
	else
	  port_counter <= port_counter + 1;
	if (!serial_busy && new_nonces_flag[port_counter])
	  begin
	     slave_nonces_shifted <= slave_nonces >> port_counter*32;
	     serial_send_reg <= 1;
	     clear_nonces[port_counter] <= 1;
	  end
	else 
	  begin
	     serial_send_reg <= 0;
	     clear_nonces <= 0;
	  end
     end
endmodule  
==> /design/flow/run.sh <==
#!/bin/bash
# OpenROAD 26Q1-2900-gdf79404cd8, Yosys 0.63+post, stock flow scripts
make -C /OpenROAD-flow-scripts/flow DESIGN_CONFIG=/design/flow/config.mk WORK_HOME=/design/flow/orfs finish
==> /design/flow/config.mk <==
export PLATFORM = sky130hd
export DESIGN_NAME = hub_core
export DESIGN_NICKNAME = hub_core
export VERILOG_FILES = /design/flow/design.v
export SDC_FILE = /design/flow/constraint.sdc
export NUM_CORES = 4
export LEC_CHECK = 1
export CORE_UTILIZATION = 40
==> /design/flow/constraint.sdc <==
current_design hub_core

set clk_period 4.3
set clk_io_pct 0.2

create_clock -name clk0 -period $clk_period [get_ports {uart_clk}]

set non_clock_inputs [all_inputs -no_clocks]
set_input_delay [expr $clk_period * $clk_io_pct] -clock clk0 $non_clock_inputs
set_output_delay [expr $clk_period * $clk_io_pct] -clock clk0 [all_outputs]
==> run notes <==
Pwr
• **leakage** 0.00102 uW
• **clock share of power** 30.7%
• **total power divided by cell area** 275 mW/mm^2
• **total power** 797 uW
• **P_int** 655 uW
• **peak supply drop** 238 uV
• **switching power summed over all nets** 142 uW
• **Comb pwr share** 13.9%
• **share of total power consumed by net switching** 17.9%
• **register share of total power** 55.4%

Critical path
• **cell with the largest stage delay on the worst path** nor2_2
• **cell family with most CP delay** buffers and inverters
• **RR Startpoint** port_counter[0]
• **endpoint arrival time on the critical path** 2.30 ns
• **type of element launching the critical path** input port
• **data required time at the worst endpoint** 4.27 ns
• **CP Launch Point** serial_busy
• **critical path, cell by cell** clkdlybuf4s50_1 > nor2_2 > buf_4
• **maximum cell stage delay along the critical path** 0.59 ns
• **start-to-end type of the worst setup path** input port to flip-flop
• **endpoint of the most critical setup path** slave_nonces_shifted[22]
• **worst-path maximum fanout** 20
• **cell count along the critical path** 3
• **worst flop-to-flop path endpoint** clear_nonces[0]
• **FF-to-FF path depth** 5
• **buffering stage count on the worst path with inverters included** 2
• **r2r setup slk** 2.55 ns
• **type of element capturing the critical path** flip-flop

Timing
• **worst clock skew on the final layout** 0.00368 ns
• **time the final worst path needs with I/O delays and setup** 2.32 ns
• **slew at the pin closest to its max-slew limit** 0.725 ns
• **final clock period utilization by the worst path** 54.0%
• **final hold violations** 0
• **Worst slew margin** 51.6%
• **Max Transition Viols Final** 0
• **Setup violations, final** 0
• **setup repair after global routing missed its margin** false
• **Max Fclk** 0.431 GHz
• **Fin Setup TNS** 0 ns

Clocking
• **count of instances resized after the clock tree is built** 0
• **total CTS buffers** 5
• **clock tree from TritonCTS** done
• **maximum root-to-sink buffer count** 2
• **Hold Buf Count CTS** 0
• **root cell of the clock tree** clkbuf_8
• **clock transition at the registers of the reported paths** 0.07 ns
• **H-tree levels** 2
• **insertion delay to the later sink of the worst-skew pair** 0.29 ns
• **Post-CTS Repair Setup Buffers** 0
• **number of clock sinks seen by CTS** 40

Yosys
• **area of the mapped netlist** 0.00178 sq mm
• **average cell area after synthesis** 13.3 sq um
• **cell types occupying the most area after synthesis** edfxtp_1, mux2i_1, dfxtp_1
• **Post-Syn Instances** 134
• **count of state elements after synthesis** 40
• **Ys Warns** 1
• **number of standard cells reported by yosys** 134
• **post-synth cell types** 19
• **area share of the leading cell type in the synthesized netlist** 54.1%
• **YS chip area** 0.00178 sq mm
• **library cell with the largest summed area after synthesis** edfxtp_1
• **sequential area share after synthesis** 63.1%

Route
• **number of search-and-repair iterations in the first detailed-routing pass** 4
• **DRC viols** 0
• **routed via count** 1319
• **antenna-violating nets left** 0
• **total wirelength of the detailed-routed design** 3.73 mm
• **routed vias/inst** 4.60
• **initial detailed-routing violation count** 57
• **antenna diode count** 0
• **average wire per cell in the routed design** 13.0 microns

Die
• **area of the core region** 0.00414 sq mm
• **num ports** 101
• **horizontal die size** 68.6 microns
• **chip area** 0.00471 sq mm
• **Row Count** 23
• **die height** 68.6 microns
• **initial core utilization** 42.9%

GRT
• **first-pass GRT wire length** 5.66 mm
• **pin count of the biggest net entering global routing** 39
• **total congestion overflow after global routing** 0
• **number of global-route vias before repair** 1280
• **global-route usage over all layers** 17.3%
• **antenna violations before repair** 0

Place
• **post-DP HPWL** 2.77 mm
• **Buffers on Ports** 100
• **routability congestion estimate from global placement** 0.739
• **area post-placement** 0.00281 sq mm

Min path
• **worst hold stages** 1
• **Worst Hold Class** flip-flop to flip-flop

Final layout
• **area added between synthesis and finish** 63.2%
• **register with the most flip-flops** slave_nonces_shifted
• **most frequent logic cell in the layout** clkdlybuf4s50_1
• **filler cell count in the final layout** 305
• **Top cells excl fill/tap** clkdlybuf4s50_1, mux2i_1, nor2_1
• **Largest register FFs** 32
• **fraction of layout cells with a size suffix above 1** 5.06%
• **registers with the most flip-flops** slave_nonces_shifted: 32 flops, port_counter: 3 flops
• **Design Area, Final** 0.00290 sq mm

Run
• **count of maximum capacitance violations** 0
• **OpenROAD warning count** 28

Run status
• **outcome** finished clean

## power by group through the flow
stage	combinational [uW]	sequential (uW)	clock (uW)
CTS	113	442	253
global route	122	443	277
finish	111	441	245
## stage by stage
stage	setup WS, ns	hold slack, ns	utilization [%]	cells
floorplan	1.61	0.425	-	134
global placement	1.71	0.436	67.8	279
detailed placement	1.66	0.443	67.8	279
CTS	1.97	0.459	70.0	287
global route	1.91	0.484	70.0	287
finish	1.98	0.454	70.0	287
## kinds of logic after synthesis
group | after synthesis | share of synthesized area (%)
adder cells (fa/ha/maj) | 3 | 2.11
multiplexers | 33 | 18.6
buffers and inverters | 13 | 4.23
AND-OR/OR-AND | 7 | 2.61
flip-flops | 40 | 63.1
AND/OR/NAND/NOR | 38 | 9.37
## Yosys cell counts
cell type,n
buf_2,3
o21ai_0,1
buf_4,4
nand2_1,1
a31oi_1,1
a21boi_0,1
o21a_1,1
nor2_1,34
dfxtp_1,8
inv_1,5
a21oi_1,1
or2_1,1
nor3_1,1
nor4b_4,1
ha_1,3
buf_6,1
a21o_1,2
mux2i_1,33
edfxtp_1,32
## worst min path at each step
stage,slack [ns],to,start
finish,0.45,new_nonces_flag[1],new_nonces_flag[1]
global route,0.48,new_nonces_flag[0],new_nonces_flag[0]
CTS,0.46,new_nonces_flag[1],new_nonces_flag[1]
## area by class of cell
class | instances | area, sq um | area share (%)
inverter | 5 | 18.8 | 0.647
sequential | 40 | 1120 | 38.7
tap | 50 | 62.6 | 2.16
multi-input combinational | 81 | 583 | 20.1
timing repair buffer | 103 | 1020 | 35.3
clock buffer | 8 | 90.1 | 3.11
## metal layers
metal,part of all wire (%),track usage (%),vias up
met2,48,28.9,55
met1,41,24.0,586
met4,1.4,2.08,0
met5,0,0,-
met3,8.9,5.33,4
li1,-,-,674
Power is estimated from default activity; no workload was simulated.
