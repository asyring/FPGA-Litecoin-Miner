**flow/config.mk**
```make
export PLATFORM = sky130hd
export DESIGN_NAME = serial_receive
export DESIGN_NICKNAME = serial_receive
export VERILOG_FILES = /design/flow/design.v
export SDC_FILE = /design/flow/constraint.sdc
export NUM_CORES = 4
export LEC_CHECK = 1
export CORE_UTILIZATION = 50
```
**flow/constraint.sdc**
```tcl
current_design serial_receive

set clk_period 36.3
set clk_io_pct 0.2

create_clock -name clk0 -period $clk_period [get_ports {clk}]

set non_clock_inputs [all_inputs -no_clocks]
set_input_delay [expr $clk_period * $clk_io_pct] -clock clk0 $non_clock_inputs
set_output_delay [expr $clk_period * $clk_io_pct] -clock clk0 [all_outputs]
```
**flow/design.v**
```verilog
module serial_receive # (
   parameter baud_rate = 115_200,
   parameter comm_clk_frequency = 100_000_000 )
  ( clk, RxD, data1, data2, data3, target, rx_done );
   input      clk;
   input      RxD;
   wire       RxD_data_ready;
   wire [7:0] RxD_data;
	parameter SERIAL_TIMEOUT = 24'h800000;
   uart_receiver #(.comm_clk_frequency(comm_clk_frequency), .baud_rate(baud_rate)) urx (.clk(clk), .uart_rx(RxD), .tx_new_byte(RxD_data_ready), .tx_byte(RxD_data));
   output [255:0] data1;
   output [255:0] data2;
   output [127:0] data3;
   output [31:0] target;
   output reg rx_done = 1'b0;
   reg [671:0] input_buffer = 0;
   reg [671:0] input_copy = 0;
   reg [6:0]   demux_state = 7'b0000000;
   reg [23:0]  timer = 0;
   assign target = input_copy[671:640];
   assign data3 = input_copy[639:512];
   assign data2 = input_copy[511:256];
   assign data1 = input_copy[255:0];
   always @(posedge clk)
     case (demux_state)
       7'd84:				 
	 begin
		rx_done <= 1;
	    input_copy <= input_buffer;
	    demux_state <= 0;
	 end
       default:
     begin
        rx_done <= 0;
	    if(RxD_data_ready)
	      begin
	         input_buffer <= input_buffer << 8;
             input_buffer[7:0] <= RxD_data;
             demux_state <= demux_state + 1;
	         timer <= 0;
	      end
	      else
	      begin
	         timer <= timer + 1;
	         if (timer == SERIAL_TIMEOUT)
	           demux_state <= 0;
	      end
     end  
     endcase  
endmodule  
module serial_transmit # (
   parameter baud_rate = 115_200,
   parameter comm_clk_frequency = 100_000_000 )
  (clk, TxD, busy, send, word);
   wire TxD_start;
   wire TxD_ready;
   reg [7:0]  out_byte = 0;
   reg        serial_start = 0;
   reg [3:0]  mux_state = 4'b0000;
   assign TxD_start = serial_start;
   input      clk;
   output     TxD;
   input [31:0] word;
   input 	send;
   output 	busy;
   reg [31:0] 	word_copy = 0;
   assign busy = (|mux_state);
   always @(posedge clk)
     begin
	if (!busy && send)
	  begin
	     mux_state <= 4'b1000;
	     word_copy <= word;
	  end  
	else if (mux_state[3] && ~mux_state[0] && TxD_ready)
	  begin
	     serial_start <= 1;
	     mux_state <= mux_state + 1;
	     out_byte <= word_copy[31:24];
	     word_copy <= (word_copy << 8);
	  end
	else if (mux_state[3] && mux_state[0])
	  begin
	     serial_start <= 0;
	     if (TxD_ready) mux_state <= mux_state + 1;
	  end
     end
   uart_transmitter #(.comm_clk_frequency(comm_clk_frequency), .baud_rate(baud_rate)) utx (.clk(clk), .uart_tx(TxD), .rx_new_byte(TxD_start), .rx_byte(out_byte), .tx_ready(TxD_ready));
endmodule  
module uart_receiver # (
	parameter comm_clk_frequency = 100000000,
	parameter baud_rate = 115200
) (
	input clk,
	input uart_rx,
	output reg tx_new_byte = 1'b0,
	output reg [7:0] tx_byte = 8'd0
);
	localparam [15:0] baud_delay = (comm_clk_frequency / baud_rate) - 1;
	wire rx;
	uart_filter uart_fitler_blk (
		.clk (clk),
		.uart_rx (uart_rx),
		.tx_rx (rx)
	);
	reg old_rx = 1'b1, idle = 1'b1;
	reg [15:0] delay_cnt = 16'd0;
	reg [8:0] incoming = 9'd0;
	always @ (posedge clk)
	begin
		old_rx <= rx;
		tx_new_byte <= 1'b0;
		delay_cnt <= delay_cnt + 16'd1;
		if (delay_cnt == baud_delay)
			delay_cnt <= 0;
		if (idle && old_rx && !rx)     
		begin
			idle <= 1'b0;
			incoming <= 9'd511;
			delay_cnt <= 16'd0;    
		end
		else if (!idle && (delay_cnt == (baud_delay >> 1)))
		begin
			incoming <= {rx, incoming[8:1]};     
			if (incoming == 9'd511 && rx)        
				idle <= 1'b1;
			if (!incoming[0])     
			begin
				idle <= 1'b1;
				if (rx)
				begin
					tx_new_byte <= 1'b1;
					tx_byte <= incoming[8:1];
				end
			end
		end
	end
endmodule
module uart_filter (
	input clk,
	input uart_rx,
	output reg tx_rx = 1'b0
);
	reg rx, meta;
	always @ (posedge clk)
		{rx, meta} <= {meta, uart_rx};
	wire sample0 = rx;
	reg sample1, sample2;
	always @ (posedge clk)
	begin
		{sample2, sample1} <= {sample1, sample0};
		if ((sample2 & sample1) | (sample1 & sample0) | (sample2 & sample0))
			tx_rx <= 1'b1;
		else
			tx_rx <= 1'b0;
	end
endmodule
```
**flow/run.sh**
```bash
#!/bin/bash
# OpenROAD 26Q1-2900-gdf79404cd8, Yosys 0.63+post, stock flow scripts
make -C /OpenROAD-flow-scripts/flow DESIGN_CONFIG=/design/flow/config.mk WORK_HOME=/design/flow/orfs finish
```
==> impl_metrics.toml <==
# synthesis and place-and-route metrics
[timing]
tightestPinTransition_ps = 873.2
hold_violations = 0
post-route-period-util_pct = 24.72
final_worst_slack_ps = 27330
grt_setup_unrepaired = "no"
worst_clk_skew_ps = 27.94
fmax_mhz = 111.4
setup_total_negative_slack_ps = 0
report.final.setup_viol = 0
slew_headroom_pct = 41.79
final.min_clock_period_ps = 8975
final_max_slew_viol_count = 0

[pwr]
sequentialPowerShare_pct = 56.3
pwr_dens_mw_per_mm2 = 55.87
power.combinational.fraction_pct = 0.4
p_int_w = 0.002577
worst_ir_drop_vdd_v = 0.00004238
p_leak_nw = 18.28
power.share.switching_pct = 18.26
power_frac_clock_pct = 43.3
switchingPower_w = 0.0005755

[finish]
instances_no_fill = 3753
finalCoreUtilization_pct = 65.14
area.sequential_mm2 = 0.04214
area_growth_syn_to_layout_pct = 29.13
final-comb-area_mm2 = 0.001455
layout-drive-gt1-share_pct = 8.699
layout.filler_cells = 5516

[global_routing]
grt_start_max_net_pins = 136
vias_in_the_first_global_route = 19160
antenna_found_initial = 2
grt_usage_pct = 21.61
wire_length_of_the_first_global_routing_pass_um = 122900
globalRouteOverflowTotal = 0

[clock_tree]
master_cell_of_the_clock_root_buffer = "clkbuf_16"
clock_tree_from_tritoncts = "built"
cts_resized = 0
ctsHoldBuffers = 0
clk_latency_ps = 700
clk_transition_reported_paths_ps = 60
cts.sinks = 1417
clock_tree.buffer_depth = 3
clock_tree.htree_level_count = 4
cts_setup_buffers = 0
cts_made_buffers = 138

[logic_synthesis]
ys_sh_mux_pct = 0.3093
postSynthCellCount = 1660
ys_dominant_reg_cell = "edfxtp_1"
netlist_top_cells_count = "edfxtp_1, dfxtp_1, nor2_1"
synth-async-reset-ratio_pct = 0
synth_flop_count = 1417
top_cell_area_share_pct = 94.56
synth_warn = 3
yosys-top-cells-area = "edfxtp_1, dfxtp_1, xnor2_1"
synth.yosys.seq_area_share_pct = 96.44
enable_flop_cells = 1376
syn-mean-instance-area_um2 = 26.32
simple_gate_share_pct = 1.890
compound_area_share_pct = 0.3551
top_logic_family = "simple AND/OR/NAND/NOR gates"
synth_top_cell_by_area = "edfxtp_1"
ys_types = 46
most_common_cell = "edfxtp_1"
synth_adder_area_share_pct = 0.1947
post_synth_xor_area_fraction_pct = 0.5813
ys_cells = 1660
post_synth_instance_area_mm2 = 0.04370
chip_area_from_the_yosys_synthesis_statistics_mm2 = 0.04370

[hold_path]
worst_hold_path_type = "register to register"

[critical_path]
worst_path_largest_cell_delay_ps = 580
start_kind = "register"
worst_ep_arrival_time_ps = 1710
worstPathCellList = "clkdlybuf4s50_1"
critPathMaxFanout = 1
cp.buffers_inverters = 1
endpoint_required_time_on_the_critical_path_ps = 29040
crit_slowest_cell = "clkdlybuf4s50_1"
setup.worst_path.class = "register to output pin"
critical_path.endpoint_type = "output pin"
worst_path_dominant_cell_family = "buffers and inverters"

[placement]
globalplace.congestion = 0.8526
io_buffer_count = 674
dp.final_hpwl_um = 55490
dpl_worst_slack_ps = 27990
placedCellCount = 3502

[floorplanning]
floorplan.initialDensity_pct = 50.45
ioPinCount = 675
core_region_area_mm2 = 0.08662
chip_area_mm2 = 0.08858
die_w_um = 297.6
rows = 108
die_y_um = 297.6

[drt]
detail-route-antenna-nets = 0
wl_per_cell_um = 22.32
drc_errors = 0
detail_route.antenna_diodes = 0
first_iter_violations = 1107
viasPerCell = 4.936
detail_route.wirelength_um = 83770
routed-via-count = 18520
drt_pre_antenna_iters = 5

[flow_run]
openroad.warnings = 35
max-cap-violations = 0

[outcome]
outcome = "complete, no violations"
[per-stage QoR]
stage / total power [W] / cell area, µm² / hold WS [ps]
after global placement: 0.001822 / 52030 / 316.6
after detailed placement: 0.001822 / 52030 / 314.3
after floorplan: 0.001819 / 43700 / 309.6
after global routing: 0.003256 / 56420 / 345.1
after CTS: 0.003191 / 56420 / 328.7
final: 0.003152 / 56420 / 325.8
[final cells by class]
cell class	instances	share of cell area (%)
multi-input combinational	223	2.579
clock buffer	186	6.810
tap	1155	2.561
inverter	11	0.09979
sequential	1417	74.69
clock inverter	65	0.9713
timing repair buffer	696	12.29
[kinds of logic (layout without fill, tap and decap cells)]
group | Yosys count | after routing
and+or+nand+nor | 150 | 150
xor gates and xnor gates | 29 | 29
DFF | 1417 | 1417
muxes | 13 | 13
adders and majority gates | 7 | 7
AOI/OAI and AO/OA | 24 | 24
buffers and inverters | 20 | 958
[worst reg2reg max path, cell delays in order, from the launching register on]
cell and delay, ps:
dfxtp_1 410, nor4bb_1 340, nand3_1 120, buf_4 270
inv_8 610, buf_4 770, buf_4 830, buf_4 680
[worst paths after layout]
| path | slack (ps) | cells after the start | endpoint | start |
|---|---|---|---|---|
| setup / recovery | 27330 | 1 | data1[194] | input_copy[194] |
| hold / removal | 330 | 0 | urx.uart_fitler_blk.rx | urx.uart_fitler_blk.meta |
| setup reg to reg | 31850 | 7 | input_copy[661] | demux_state[4] |
| hold reg to reg | 330 | 0 | urx.uart_fitler_blk.rx | urx.uart_fitler_blk.meta |
[state kept, by name, summed over array words and instances, names as in the netlist]
register / count
urx.delay_cnt: 16
urx.uart_fitler_blk.rx: 1
urx.old_rx: 1
urx.tx_new_byte: 1
input_copy: 672
urx.idle: 1
urx.tx_byte: 8
urx.uart_fitler_blk.tx_rx: 1
urx.uart_fitler_blk.sample2: 1
input_buffer: 672
timer: 24
rx_done: 1
urx.incoming: 9
demux_state: 7
urx.uart_fitler_blk.meta: 1
urx.uart_fitler_blk.sample1: 1
[cell usage in the layout (no fill, tap or decap), types with 11 or more instances in the layout]
master and count:
xor2_1 11, nand2_1 29, xnor2_1 18, clkdlybuf4s50_1 674
clkbuf_16 145, clkinv_1 28, clkbuf_1 35, nor2_1 39
nand3_1 20, dfxtp_1 41, buf_4 20, clkinv_2 21
nand4_1 11, edfxtp_1 1376
[power by group through the flow]
stage / registers [W] / clock network [W] / logic, W
finish: 0.00178 / 0.00136 / 0.0000120
global route: 0.00178 / 0.00147 / 0.0000141
CTS: 0.00178 / 0.00140 / 0.0000120
[layer usage]
layer  vias to the layer above  GRT usage, %  share of wire [%]
li1                       8352             -                  -
met1                      9142         32.24                 34
met2                       918         31.24                 49
met3                       112         13.89                 15
met4                         0         3.621                1.8
met5                         -             0                  0
Power figures rest on the tool's default switching activity, not on a simulated workload.
